===== /design/flow/config.mk =====
export PLATFORM = sky130hd
export DESIGN_NAME = PUnCDatapath
export DESIGN_NICKNAME = PUnCDatapath
export VERILOG_FILES = /design/flow/design.v
export SDC_FILE = /design/flow/constraint.sdc
export NUM_CORES = 4
export LEC_CHECK = 1
export CORE_UTILIZATION = 30

===== /design/flow/constraint.sdc =====
current_design PUnCDatapath

set clk_period 77.0
set clk_io_pct 0.2

create_clock -name clk0 -period $clk_period [get_ports {clk}]

set non_clock_inputs [all_inputs -no_clocks]
set_input_delay [expr $clk_period * $clk_io_pct] -clock clk0 $non_clock_inputs
set_output_delay [expr $clk_period * $clk_io_pct] -clock clk0 [all_outputs]

===== /design/flow/design.v =====
module Memory
#(
	parameter N_ELEMENTS = 128,       
	parameter ADDR_WIDTH = 16,         
	parameter DATA_WIDTH = 16          
)(
	input                   clk,       
	input                   rst,       
	input  [ADDR_WIDTH-1:0] r_addr_0,  
	input  [ADDR_WIDTH-1:0] r_addr_1,  
	input  [ADDR_WIDTH-1:0] w_addr,    
	input  [DATA_WIDTH-1:0] w_data,    
	input                   w_en,      
	output [DATA_WIDTH-1:0] r_data_0,  
	output [DATA_WIDTH-1:0] r_data_1   
);
	reg [DATA_WIDTH-1:0] mem[N_ELEMENTS-1:0];
	localparam PROGRAM_LENGTH = 0;
	wire [DATA_WIDTH-1:0] mem_init[0:0];
	assign r_data_0 = mem[r_addr_0];
	assign r_data_1 = mem[r_addr_1];
	genvar i;
	generate
		for (i = 0; i < N_ELEMENTS; i = i + 1) begin : wport
			always @(posedge clk) begin
				if (rst) begin
					if (i < PROGRAM_LENGTH) begin
							mem[i] <= mem_init[i];
					end
					else begin
							mem[i] <= 0;
					end
				end
				else if (w_en && w_addr == i) begin
					mem[i] <= w_data;
				end
			end
		end
	endgenerate
endmodule
module PUnCDatapath(
	input  wire        clk,             
	input  wire        rst,             
	input  wire [15:0] mem_debug_addr,
	input  wire [2:0]  rf_debug_addr,
	output wire [15:0] mem_debug_data,
	output wire [15:0] rf_debug_data,
	output wire [15:0] pc_debug_data,
    input wire ir_w_en,
	input wire [1:0] pc_src_sel,           
    input wire pc_ld,
    input wire [2:0] mem_r_addr_sel,
    input wire mem_w_addr_sel,
    input wire mem_w_en,
	input wire rf_w_en,
	input wire rf_r_addr_0_sel,  
    input wire rf_r_addr_1_sel,  
	input wire rf_w_addr_sel,
	input wire [1:0] rf_w_data_sel,
	input wire indirect_en,
    input wire status_src_sel,
    input wire status_ld,
    input wire [1:0] alu_op,
    input wire [1:0] alu_A_sel,
    input wire [2:0] alu_B_sel,
    output reg N,
    output reg Z,
    output reg P,
    output wire [15:0] ir
);
	reg  [15:0] pc;
	reg [15:0] ir_reg;
    reg  [15:0] ireg;  
    assign ir = ir_reg;
	assign pc_debug_data = pc;
    wire [15:0] pc_plus_1 = pc + 16'd1;
    wire [15:0] pc_next_val;
    wire [2:0] rf_w_addr_out;  
    wire [2:0] ir_DR_SR = ir[11:9];     
    wire [2:0] ir_SR1_BaseR = ir[8:6];  
    wire [2:0] ir_SR2_BaseR = ir[2:0];  
    wire [2:0] R7_ADDR = 3'b111;        
    wire [15:0] rf_data_A;  
    wire [15:0] rf_data_B;  
    wire [15:0] rf_w_data;  
    wire [15:0] mem_r_data;  
    wire [15:0] mem_r_addr;  
    wire [15:0] mem_w_addr;  
    wire [15:0] ir_isxt_5     = {{11{ir_reg[4]}}, ir_reg[4:0]};
    wire [15:0] ir_isxt_6   = {{10{ir_reg[5]}}, ir_reg[5:0]};
    wire [15:0] ir_isxt_9  = {{7{ir_reg[8]}}, ir_reg[8:0]};
    wire [15:0] ir_isxt_11 = {{5{ir_reg[10]}}, ir_reg[10:0]};
    wire [15:0] alu_A_in;
    wire [15:0] alu_B_in;
    wire [15:0] alu_result;
    wire [2:0] R7_ADDR = 3'b111;  
    wire [15:0] status_data;
    wire [2:0] rf_r_addr_0_in;
    wire [2:0] rf_r_addr_1_in;
    always @(posedge clk) begin
        if (rst) begin
            pc <= 16'd0; 
        end else if (pc_ld) begin
            pc <= pc_next_val;
        end
        end
   assign pc_next_val = (pc_src_sel == 2'b00) ? rf_data_A :
                       (pc_src_sel == 2'b01)  ? pc_plus_1 :
                       (pc_src_sel == 2'b10) ? alu_result : 
                                                      pc_plus_1;  
    always @(posedge clk) begin
        if (rst) ir_reg <= 16'b0;
        else if (ir_w_en) ir_reg <= mem_r_data; 
    end
    always @(posedge clk) begin
        if (rst) ireg <= 16'b0;
        else if (indirect_en) begin
            ireg <= mem_r_data;
        end
    end
    assign rf_r_addr_0_in = (rf_r_addr_0_sel == 1'b1) ? ir_DR_SR :  
                                              ir_SR1_BaseR;      
    assign rf_r_addr_1_in = (rf_r_addr_1_sel == 1'b1) ? ir_SR1_BaseR :  
                                              ir_SR2_BaseR;  
    assign rf_w_addr_out = (rf_w_addr_sel == 1'b1) ? R7_ADDR :
                           ir_DR_SR ;
    assign rf_w_data = (rf_w_data_sel == 2'b00) ? alu_result :
                       (rf_w_data_sel == 2'b01)  ? pc :
                       (rf_w_data_sel == 2'b10) ? mem_r_data : 
                                                      alu_result;  
    assign mem_r_addr = (mem_r_addr_sel == 2'b00)  ? pc :        
                        (mem_r_addr_sel == 2'b01) ? alu_result : 
		(mem_r_addr_sel == 2'b10) ? ireg:
                        16'b0;
    assign mem_w_addr = (mem_w_addr_sel == 1'b0)  ? alu_result :
                        (mem_w_addr_sel == 1'b1) ? ireg :  
                        16'b0;
assign alu_A_in = (alu_A_sel == 2'b00) ? rf_data_A :
	(alu_A_sel == 2'b01 ) ? rf_data_B:
	(alu_A_sel == 2'b10) ? pc : 
	16'b0;
    assign alu_B_in = (alu_B_sel == 3'b000)    ? rf_data_B :
                     (alu_B_sel == 3'b001)    ? ir_isxt_5  :
                     (alu_B_sel == 3'b010)      ? ir_isxt_6 :  
		(alu_B_sel == 3'b011) ? ir_isxt_9 : 
		(alu_B_sel == 3'b100) ? ir_isxt_11 :
                                                    16'b0;  
assign alu_result = (alu_op == 2'b00) ? (alu_A_in + alu_B_in) : 
	(alu_op == 2'b01) ? alu_A_in & alu_B_in : 
	(alu_op == 2'b10) ? ~alu_A_in : 
		16'b0;
assign status_data = (status_src_sel == 1'b1) ? mem_r_data : alu_result;
always @(posedge clk) begin
	if (rst) begin
		N <= 0;
		Z <= 0;
		P <= 0;
	end
	else if (status_ld) begin
		N <= (status_data[15] == 1) ? 1'd1 : 1'd0;
		Z <= (status_data == 16'd0) ? 1'd1 : 1'd0;
		P <= (status_data[15] == 0 && status_data != 16'd0) ? 1'd1 : 1'd0;
	end
    end
	Memory mem(
		.clk      (clk),
		.rst      (rst),
		.r_addr_0 (mem_r_addr),
		.r_addr_1 (mem_debug_addr),
		.w_addr   (mem_w_addr),
		.w_data   (rf_data_A),  
		.w_en     (mem_w_en),
		.r_data_0 (mem_r_data),
		.r_data_1 (mem_debug_data)
	);
	RegisterFile rfile(
		.clk      (clk),
		.rst      (rst),
		.r_addr_0 (rf_r_addr_0_in),  
		.r_addr_1 (rf_r_addr_1_in),        
		.r_addr_2 (rf_debug_addr),
		.w_addr   (rf_w_addr_out),
		.w_data   (rf_w_data),
		.w_en     (rf_w_en),
		.r_data_0 (rf_data_A),
		.r_data_1 (rf_data_B),
		.r_data_2 (rf_debug_data)
	);
endmodule
module RegisterFile
#(
	parameter N_ELEMENTS = 8,          
	parameter ADDR_WIDTH = 3,          
	parameter DATA_WIDTH = 16          
)(
	input                   clk,       
	input                   rst,       
	input  [ADDR_WIDTH-1:0] r_addr_0,  
	input  [ADDR_WIDTH-1:0] r_addr_1,  
	input  [ADDR_WIDTH-1:0] r_addr_2,  
	input  [ADDR_WIDTH-1:0] w_addr,    
	input  [DATA_WIDTH-1:0] w_data,    
	input                   w_en,      
	output [DATA_WIDTH-1:0] r_data_0,  
	output [DATA_WIDTH-1:0] r_data_1,  
	output [DATA_WIDTH-1:0] r_data_2   
);
	reg [DATA_WIDTH-1:0] rfile[N_ELEMENTS-1:0];
	assign r_data_0 = rfile[r_addr_0];
	assign r_data_1 = rfile[r_addr_1];
	assign r_data_2 = rfile[r_addr_2];
	genvar i;
	generate
		for (i = 0; i < N_ELEMENTS; i = i + 1) begin : wport
			always @(posedge clk) begin
				if (rst) begin
					rfile[i] <= 0;
				end
				else if (w_en && w_addr == i) begin
					rfile[i] <= w_data;
				end
			end
		end
	endgenerate
endmodule

===== /design/flow/run.sh =====
#!/bin/bash
# OpenROAD 26Q1-2900-gdf79404cd8, Yosys 0.63+post, stock flow scripts
make -C /OpenROAD-flow-scripts/flow DESIGN_CONFIG=/design/flow/config.mk WORK_HOME=/design/flow/orfs finish

==> metrics.yaml <==
status: "did not finish"
failed_stage: "global routing"
toolErrorMsg: "[ERROR GRT-0116] Global routing finished with congestion. Check the congestion regions in the DRC Viewer."
grt_pass1_vias: 179827
portBuffers: 103
post_cts_buffers: 0
synth_seq_share_pct: 40.13
cts_hold_buf: 0
top_cell: "nand2_1"
clock-root-buffer: "clkbuf_16"
mux_area_share_pct: 2.050
yosys_warnings: 5
num_rows: 223
synth-edff-count: 0
top_area_share_pct: 40.13
placed_area_mm2: 0.1271
place_hpwl_um: 1156000
top_cells_by_count: "nand2_1 (4620), a21oi_1 (2258), dfxtp_1 (2227)"
ys_cells: 14996
initial_core_util_pct: 30.12
top_area_cell: "dfxtp_1"
xor_share_pct: 0.07884
clkSinkCount: 2227
num_io_pins: 113
gp_congestion: 1.560
flop_cell: "dfxtp_1"
synthesis.area_mm2: 0.1111
grtUsageTotal_pct: 96.48
die_y_um: 610.5
syn_inst: 14996
cts_max_level: 5
grt_pass1_wl_um: 2326000
overflow: 15285
netlist_logic_family_top: "AND-OR/OR-AND gates"
synth.cellmix.simpleShare_pct: 23.65
ys_sh_adder_pct: 0.2095
yosys.cell_types.count: 110
die_w_um: 610.5
numSynthFlops: 2227
place_ws_ns: 40.21
dp_cells: 20282
ys_async_sr_fraction_pct: 0
grt_max_degree: 156
aoi_share_pct: 28.79
cts_resized: 0
yosys-stat-area_mm2: 0.1111
avgSynthCellArea_um2: 7.408
cts_buffers: 287
clk_path_buf_depth: 4
top_cells_by_area: "dfxtp_1 (40%), nand2_1 (16%), a21oi_1 (10%), a22oi_1 (6.1%), clkbuf_1 (3.7%)"
==> cells by family after synthesis <==
| logic type | count (synthesis) |
|---|---|
| muxes | 203 |
| buffers and inverters | 1386 |
| adders and majority gates | 18 |
| xor gates and xnor gates | 10 |
| DFF | 2227 |
| AOI/OAI and AO/OA | 4836 |
| and+or+nand+nor | 6316 |
==> through the flow <==
step	total power [W]	hold slack, ns	utilization, %
3_3_place_gp	0.001628	0.4408	34.45
2_1_floorplan	0.001364	0.4307	-
3_5_place_dp	0.001625	0.4481	34.45
4_1_cts	0.003025	0.4544	37.05
==> routing by layer <==
layer	overflow	track usage (%)
met5	150	81.47
met4	3272	92.11
met3	2032	90.91
met2	8131	105.3
met1	1700	95.43
Power and IR drop assume default switching activity.
