<file path="design/flow/run.sh">
#!/bin/bash
# OpenROAD 26Q1-2900-gdf79404cd8, Yosys 0.63+post, stock flow scripts
make -C /OpenROAD-flow-scripts/flow DESIGN_CONFIG=/design/flow/config.mk WORK_HOME=/design/flow/orfs finish
</file>
<file path="design/flow/constraint.sdc">
current_design PUnCControl

set clk_period 2.1
set clk_io_pct 0.2

create_clock -name clk0 -period $clk_period [get_ports {clk}]

set non_clock_inputs [all_inputs -no_clocks]
set_input_delay [expr $clk_period * $clk_io_pct] -clock clk0 $non_clock_inputs
set_output_delay [expr $clk_period * $clk_io_pct] -clock clk0 [all_outputs]
</file>
<file path="design/flow/design.v">
module PUnCControl(
	input  wire        clk,             
	input  wire        rst,             
    input wire [15:0] ir,          
    input wire N, input wire Z, input wire P,  
    output reg status_src_sel ,               
    output reg status_ld, 		 
    output reg [1:0] alu_op,          
    output reg [1:0] alu_A_sel,       
    output reg [2:0] alu_B_sel,       
	output reg  [2:0]  mem_r_addr_sel,  
	output reg mem_w_addr_sel,  
    output reg mem_w_en,              
	output reg indirect_en,
	output reg rf_r_addr_0_sel,  
	output reg rf_r_addr_1_sel,  
	output reg rf_w_addr_sel,    
	output reg [1:0] rf_w_data_sel,    
	output reg rf_w_en,                
	output reg ir_w_en,                
	output reg [1:0] pc_src_sel,         
	output reg pc_ld
);
	localparam STATE_FETCH     = 3'd0;
	localparam STATE_DECODE    = 3'd1;
	localparam STATE_EXEC      = 3'd2; 
	localparam STATE_EXEC1 = 3'd3;
	localparam STATE_HALT = 3'd4;
	reg [3:0] state, next_state;
    wire [3:0] opcode;
    assign opcode = ir[15:12];
    wire [2:0] is_br_cond = ir[11:9]; 
    wire take_branch = (N && ir[11]) | (Z && ir[10]) | (P && ir[9]);
	always @(posedge clk) begin
		if (rst) begin
			state <= STATE_FETCH;
		end
		else begin
			state <= next_state;
		end
	end
	always @( * ) begin
		next_state = state; 
		case (state)
			STATE_FETCH:  begin
			next_state = STATE_DECODE;
			end
			STATE_DECODE: begin
			      if (ir[15:12] == 4'b1111) begin
                       next_state = STATE_HALT;
                       end
	               else begin
		          next_state = STATE_EXEC;
            end
            end
            STATE_EXEC: begin
                if (opcode == 4'b1010) begin
                    next_state = STATE_EXEC1;
                end else begin
                    next_state = STATE_FETCH;
                    end
        end
             STATE_EXEC1: begin
				next_state = STATE_FETCH;
				end
			STATE_HALT: begin
				next_state = STATE_HALT;
				end
	   endcase
	end
	always @( * ) begin
		mem_r_addr_sel = 3'b000;
		mem_w_addr_sel = 1'b0; 
		mem_w_en = 1'b0;
		indirect_en = 1'b0;
		rf_r_addr_0_sel = 1'b0; 
		rf_r_addr_1_sel = 1'b0; 
		rf_w_addr_sel = 1'b0;
		rf_w_data_sel = 2'b00;
		rf_w_en = 1'b0;
		ir_w_en = 1'b0;
        pc_ld = 1'b0;
        pc_src_sel = 2'b00;
        status_src_sel = 1'b0;
        status_ld = 1'b0;
        alu_op = 2'b00;
        alu_A_sel = 2'b00;
        alu_B_sel = 3'b000; 
		case (state)
			STATE_FETCH: begin
				ir_w_en = 1'b1;  
			end
			STATE_DECODE: begin
                pc_src_sel = 2'b01; 
                pc_ld = 1'd1;
			end
            STATE_EXEC: begin
                case (opcode)
                    4'b0001: begin
                        rf_r_addr_0_sel = 1'b0;
                        rf_r_addr_1_sel = 1'b0;
                        rf_w_addr_sel = 1'b0;
                        rf_w_data_sel = 2'b00;
                        rf_w_en = 1'b1; 
                        status_src_sel = 1'b0;
                        status_ld = 1'b1;
                        alu_A_sel = 2'b00;
                        alu_op = 2'b00;
                        if(ir[5] == 1'b1) begin
                            alu_B_sel = 3'b001;
                        end
                        else begin
                            alu_B_sel = 3'b000;
                        end 
                       end
                    4'b0101: begin 
                        rf_r_addr_0_sel = 1'b0;
                        rf_r_addr_1_sel = 1'b0;
                        rf_w_addr_sel = 1'b0;
                        rf_w_data_sel = 2'b00;
                        rf_w_en = 1'b1; 
                        status_src_sel = 1'b0;
                        status_ld = 1'b1;
                        alu_A_sel = 2'b00;
                        alu_op = 2'b01;
                        if(ir[5] == 1'b1) begin
                            alu_B_sel = 3'b001;
                        end
                        else begin
                            alu_B_sel = 3'b000;
                        end 
                        end 
                    4'b1001: begin 
                        status_src_sel = 1'b0;
                        status_ld = 1'b1;
                        alu_op = 2'b10;
                        alu_A_sel = 2'b00; 
		                rf_r_addr_0_sel = 1'b0;
                        rf_w_en = 1'b1; 
                        rf_w_addr_sel = 1'b0;
                        rf_w_data_sel = 2'b00;
                        end
                    4'b0010: begin 
                        status_src_sel = 1'b0;
                        status_ld = 1'b1;
                        rf_w_en = 1'b1; 
                        rf_w_addr_sel = 1'b0;
                        rf_w_data_sel = 2'b10;
                        alu_op = 2'b00;
                                        alu_A_sel = 2'b10;
                        alu_B_sel = 3'b011;
                        mem_r_addr_sel = 2'b01;
                        end
                    4'b0110: begin
                        status_src_sel = 1'b0;
                        status_ld = 1'b1;
                        rf_r_addr_0_sel = 1'b0;
                        rf_w_en = 1'b1; 
                        rf_w_addr_sel = 1'b0;
                        rf_w_data_sel = 2'b10;
                        alu_op = 2'b00;
                                        alu_A_sel = 2'b00;
                        alu_B_sel = 3'b010;
                        mem_r_addr_sel = 2'b01;
                        end 
                   4'b0011: begin  
                        alu_op = 2'b00;
                        alu_A_sel = 2'b10;
                        alu_B_sel = 3'b011;
                        mem_r_addr_sel = 2'b01;
                        rf_r_addr_0_sel = 1'b1;
                        mem_w_en  = 1'b1;
                        end
                   4'b0111: begin  
                        alu_op = 2'b00;
                        alu_A_sel = 2'b01;
                        alu_B_sel = 3'b010;
                        mem_r_addr_sel = 2'b01;
                        rf_r_addr_0_sel = 1'b1;
                        rf_r_addr_1_sel = 1'b1;
                        mem_w_en  = 1'b1;
                        end 
                    4'b1011: begin
                        alu_op = 2'b00;
                        alu_A_sel = 2'b10;
                        alu_B_sel = 3'b011;
                        mem_r_addr_sel = 2'b01;
                        indirect_en = 1'b1;
                        mem_w_addr_sel = 1'b1;
                        rf_r_addr_0_sel = 1'b1;                        
                        mem_w_en  = 1'b1;	
                        end
                      4'b1010: begin 
                        rf_w_data_sel = 2'b10;
                        alu_op = 2'b00;
                        alu_A_sel = 2'b10;
                        alu_B_sel = 3'b011;
                        mem_r_addr_sel = 2'b01;
                        indirect_en = 1'b1;
                     end 
                    4'b1110: begin 
                        status_src_sel = 1'b0;
                        status_ld = 1'b1;
                        alu_op = 2'b00;
                        alu_A_sel = 2'b10;
                        alu_B_sel = 3'b011;
                        rf_w_addr_sel = 1'b0;
                        rf_w_data_sel = 2'b00;
                        rf_w_en = 1'b1;
                        end 
                    4'b0000: begin  
                        pc_src_sel = 2'b10;
                        alu_A_sel = 2'b10;
                        alu_B_sel = 3'b011;
                        alu_op = 2'b00;
                        if (take_branch) begin
                            pc_ld = 1'd1; 
                            end
                        end
                    4'b1100: begin  
                        rf_r_addr_0_sel = 1'b0;
                        pc_src_sel = 2'b00;
                        pc_ld = 1'b1;
                    end
                    4'b0100: begin  
                        rf_w_addr_sel = 1'b1;
                        rf_w_data_sel = 2'b01;
                        rf_w_en = 1'b1;
                        pc_ld = 1'b1;
                        if (ir[11] == 1'b1) begin
                            pc_src_sel = 2'b10;
                            alu_A_sel = 2'b10;
                            alu_B_sel = 3'b100;
                            alu_op = 2'b00;
                            end
                        else begin  
                       	    pc_src_sel = 2'b00; 
                 end                   
            end
 	endcase
end
            STATE_EXEC1: begin 
                 case (opcode)
                    4'b1010: begin
                        rf_w_addr_sel = 1'b0;
                        rf_w_data_sel = 2'b10;
                        mem_r_addr_sel = 2'b10;
                        rf_w_en = 1'b1; 
                        end
endcase
end
            STATE_HALT: begin
            end
        endcase
    end
endmodule
</file>
<file path="design/flow/config.mk">
export PLATFORM = sky130hd
export DESIGN_NAME = PUnCControl
export DESIGN_NICKNAME = PUnCControl
export VERILOG_FILES = /design/flow/design.v
export SDC_FILE = /design/flow/constraint.sdc
export NUM_CORES = 4
export LEC_CHECK = 1
export CORE_AREA = 10 10 70 70
export DIE_AREA = 0 0 80 80
</file>
==> out/results.txt <==
Number of hold-repair buffers added at the cts stage - 0
Classification of the worst setup path - primary input to output port
Registers with the highest flip-flop counts - state x4
Largest Register - state
Post-detailed-route wirelength per cell - 12.0 um
Die Span X - 80 um
Clock transition time at the flip-flop clock pins of the worst setup and hold paths - 0.04 ns
Top layer used by detailed routing - met3
Met1 wire length - 802 um
Core area - 3420 um2
Diodes inserted - 0
Clk Tree Root Cell - sky130_fd_sc_hd__clkbuf_4
Synth Area in Compound Gates - 28.5%
Net load switching power - 0.0791 mW
Gate power share - 39.4%
Post-Synth XOR/XNOR Area - 0%
CTS tree - done
Number of DRC markers in iteration 0 - 30
Total power density per cell area - 283 nW/um2
First-pass GRT wire length - 3030 um
Area growth from synthesis to layout - 119%
First-pass DRT Iterations - 4
Number of antenna violations at the first check in global routing - 0
Effective utilization at floorplan - 13.9%
Share of final-layout standard cells stronger than drive strength 1 - 35.3%
Total die area - 6400 um2
Sink count of the clock tree - 4
Class of the tightest hold or removal check - register to register
Avg Vias per Cell - 3.87
Achievable clock frequency - 483 MHz
Standard-cell rows - 21
Setup repair after global routing missed its margin - true
Minimum clock period - 2.07 ns
Top cell type by total area after synthesis - sky130_fd_sc_hd__dfxtp_1
Worst endpoint data arrival time - 1.65 ns
Length of routed met3 wiring - 224 um
Seq pwr share - 28.6%
Final setup viols - 0
Total number of vias - 627
Number of unique standard cell types used by synthesis - 33
Clock network fraction of design power - 32.0%
Number of cells in the yosys synthesis report - 67
Maximum number of pins on one net before global-route repair - 10
Vias in the first global route - 635
HPWL Detailed - 1600 um
Warnings, synthesis - 1
Startpoint Class - primary input
Top-level I/O count - 46
Fraction of synthesized cell area taken by the top area cell type - 16.9%
Syn Inst Count - 67
Setup TNS - 0 ns
Longest Clk Path Bufs - 2
Cell types with the largest area share after synthesis - sky130_fd_sc_hd__dfxtp_1, sky130_fd_sc_hd__buf_4, sky130_fd_sc_hd__nor2_1
Outcome - completed
Max IR drop VDD - 0.313 mV
Routed length on met2 - 916 um
Static leakage power - 0.453 nW
Number of clock buffers inserted by TritonCTS - 3
Overflow left after global routing - 0
Source-to-sink clock delay at the later pin of the worst-skew pair - 0.23 ns
Number of nets still failing antenna checks after routing - 0
Adder Area Share - 0%
Routability congestion estimate from global placement - 0.837
Max reg flops - 4
Count of final hold-check violations - 0
Max Transition Viols Final - 0
Number of register bits inferred by synthesis - 4
Fraction of synthesized area in multiplexers - 0%
Share of the yosys chip area belonging to registers - 16.9%
H-tree depth - 1
Combined global-route utilization of all metal layers - 5.77%
Area of the synthesized netlist per yosys stat - 474 um2
Cell area after technology mapping - 474 um2
Nature of the critical path endpoint - output port
Main combinational cell family by area after synthesis - simple AND/OR/NAND/NOR gates
Switching part of the total - 26.9%
Max Clock Skew - 0.00217 ns
Int Power - 0.215 mW
Area share of and/or/nand/nor cells after synthesis - 39.8%
Final Cycle Share - 98.6%
Core Util, Final - 30.4%
Maximum Capacitance Violations - 0
Mean instance size in the synthesized netlist - 7.08 um2
Drc violations - 0
Required arrival time at the worst endpoint - 1.68 ns
Total routed wirelength - 1940 um
Number of warnings the tools reported - 34
Maximum fanout encountered on the critical timing path - 5
Die outline height - 80 um
Tally of buffers added on design ports - 35
cell families (layout without fill, tap and decap cells):
logic type / Yosys count / in the layout
other: 1 / 2
DFF: 4 / 4
AOI/OAI and AO/OA: 18 / 18
and+or+nand+nor: 33 / 33
buffers and inverters: 11 / 59
timing repair:
| action | CTS | global route |
|---|---|---|
| gates resized | 24 | 14 |
| pin swaps | 4 | 6 |
| setup endpoints to repair | 21 | 16 |
| buffers inserted | 1 | 1 |
power groups by stage:
stage / Combinational (mW) / Sequential, mW / Clock [mW]
finish: 0.116 / 0.0841 / 0.0941
global route: 0.128 / 0.0848 / 0.103
CTS: 0.112 / 0.0839 / 0.0965
routing by layer:
| layer | GRT usage [%] | up-vias |
|---|---|---|
| met5 | 0 | - |
| met2 | 9.31 | 22 |
| met4 | 0.352 | 0 |
| met1 | 7.05 | 274 |
| li1 | - | 331 |
| met3 | 2.84 | 0 |
worst max-delay path, stage by stage:
cell and delay, ns:
sky130_fd_sc_hd__clkdlybuf4s15_2 0.21, sky130_fd_sc_hd__and2b_2 0.24, sky130_fd_sc_hd__nor3b_2 0.17, sky130_fd_sc_hd__o21a_1 0.13, sky130_fd_sc_hd__clkdlybuf4s50_1 0.47
final cells by class:
cell class	instances	area, um2
clock buffers	3	22.5
well taps	46	57.6
inverters	2	7.51
multi-input cells	53	380
fillers	376	2380
repair buffers	54	490
flip-flops and latches	4	81.3
path summary, 6_finish.rpt:
check,startpoint,to,slack [ns],cells past startpoint
setup / recovery,ir[15],status_ld,0.03,5
hold / removal,state[0]$_DFF_P_,state[3]$_DFF_P_,0.46,1
hold reg to reg,state[0]$_DFF_P_,state[3]$_DFF_P_,0.46,1
setup reg to reg,state[2]$_DFF_P_,state[0]$_DFF_P_,1.35,1
Yosys cell counts, drive strengths merged:
cell,count
nor2,8
buf,7
nand2,5
nor3,5
dfxtp,4
nor3b,4
a21oi,3
nand2b,3
a211o,2
a21boi,2
a31o,2
and2,2
clkbuf,2
inv,2
nand3b,2
nor2b,2
o21a,2
o21ai,2
a211oi,1
a222oi,1
and2b,1
and4b,1
conb,1
o2111a,1
o21bai,1
o31a,1
through the flow:
step                power (mW)  setup slack [ns]  hold slack [ns]  cells  cell area (um2)
finish                   0.294            0.0299            0.460    162             1040
global route             0.316           -0.0371            0.490    162             1040
CTS                      0.292           0.00267            0.464    161              996
detailed placement       0.196            -0.402            0.460    157              955
global placement         0.195            -0.376            0.457    157              955
floorplan                0.128             0.659            0.414     68              478
placed cells by master (no fill, tap or decap), types with 2 or more instances in the layout:
master and n:
sky130_fd_sc_hd__clkdlybuf4s50_1 27, sky130_fd_sc_hd__buf_4 16, sky130_fd_sc_hd__nor2_1 8, sky130_fd_sc_hd__nand2_1 5
sky130_fd_sc_hd__buf_2 4, sky130_fd_sc_hd__nor3_2 3, sky130_fd_sc_hd__clkbuf_4 3, sky130_fd_sc_hd__buf_6 3
sky130_fd_sc_hd__dfxtp_1 3, sky130_fd_sc_hd__nand2b_4 2, sky130_fd_sc_hd__nor3b_2 2, sky130_fd_sc_hd__nor3_1 2
sky130_fd_sc_hd__o21ai_1 2, sky130_fd_sc_hd__a31o_1 2, sky130_fd_sc_hd__a21oi_1 2, sky130_fd_sc_hd__nor2b_1 2
sky130_fd_sc_hd__a211o_1 2, sky130_fd_sc_hd__nor3b_1 2, sky130_fd_sc_hd__and2_1 2, sky130_fd_sc_hd__o21a_1 2
sky130_fd_sc_hd__conb_1 2, sky130_fd_sc_hd__dlymetal6s2s_1 2
No activity file was given, so power comes from the tool's default toggle rates.
